**flow/design.v**
```verilog
`timescale 1ns / 1ps
module Decoderr(
    input clk,rst,[5:0]Switches,
    input flag_enable_Decoder,
    input [23:0] stego_in,
    output reg [23:0] msg_out
    );
reg [23:0] out;
reg [1:0] counter_0=0;
reg [2:0] counter_1=0;
reg [4:0] counter_2=0;
reg [2:0] counter_3=0;
reg [3:0] counter_4=0; 
reg [2:0] counter_5=0;
reg [4:0] x=0;
reg  [1:0]counter;
always @(posedge clk,posedge rst)begin
   if(rst) begin
        out<=0;
        counter_0<=0;
        counter_1<=0;
        counter_2<=0;
        counter_3<=0;
        counter_4<=0;
        counter_5<=0;         
        msg_out<=0;
   end
 else if (flag_enable_Decoder==1)begin
case(Switches)
        1: begin  
            if(counter_0 ==0)begin 
                  msg_out<=out;                      
                out[5:0]<={stego_in[17:16],stego_in[9:8],stego_in[1:0]};
                counter_0<=counter_0+1;
            end           
            else if(counter_0 ==1)begin
               out[11:6]<={stego_in[17:16],stego_in[9:8],stego_in[1:0]};
               counter_0<=counter_0+1;
            end                   
            else if(counter_0 ==2)begin
                out[17:12]<={stego_in[17:16],stego_in[9:8],stego_in[1:0]};
                counter_0<=counter_0+1;
            end
            else if(counter_0 ==3)begin
                 out[23:18]<={stego_in[17:16],stego_in[9:8],stego_in[1:0]};
                 counter_0<=counter_0+1;
                  counter_0<=0;
             end                                                               
      end
            2: begin   
                 if(counter_1 ==0)begin 
                       msg_out<=out;                         
                     out[2:0]<={stego_in[16],stego_in[8],stego_in[0]};
                     counter_1<=counter_1+1;
                 end           
                 else if(counter_1 ==1)begin
                    out[5:3]<={stego_in[16],stego_in[8],stego_in[0]};
                    counter_1<=counter_1+1;
                 end                   
                 else if(counter_1 ==2)begin
                     out[8:6]<={stego_in[16],stego_in[8],stego_in[0]};
                     counter_1<=counter_1+1;
                 end
                 else if(counter_1 ==3)begin
                      out[11:9]<={stego_in[16],stego_in[8],stego_in[0]};
                      counter_1<=counter_1+1;     
                  end
                else if(counter_1 ==4)begin
                    out[14:12]<={stego_in[16],stego_in[8],stego_in[0]};
                    counter_1<=counter_1+1;
                end
                 else if(counter_1 ==5)begin
                  out[17:15]<={stego_in[16],stego_in[8],stego_in[0]};
                  counter_1<=counter_1+1;
              end  
                else if(counter_1 ==6)begin
                out[20:18]<={stego_in[16],stego_in[8],stego_in[0]};
                counter_1<=counter_1+1;
            end  
              else if(counter_1 ==7)begin
                  out[23:21]<={stego_in[16],stego_in[8],stego_in[0]};
                  counter_1<=counter_1+1;
                  counter_1<=0;
              end 
           end
            4: begin  
                if(counter_2 ==0)begin 
                      msg_out<=out;                         
                    out[0]<={stego_in[16]};
                    counter_2<=counter_2+1;
                end           
                else if(counter_2 ==1)begin
                   out[1]<={stego_in[16]};
                   counter_2<=counter_2+1;
                end                   
                else if(counter_2 ==2)begin
                    out[2]<={stego_in[16]};
                    counter_2<=counter_2+1;
                end
                else if(counter_2 ==3)begin
                     out[3]<={stego_in[16]};
                     counter_2<=counter_2+1;     
                 end
                   else if(counter_2 ==4)begin
                     out[4]<={stego_in[16]};
                      counter_2<=counter_2+1;
                  end
                else if(counter_2 ==5)begin
                   out[5]<={stego_in[16]};
                   counter_2<=counter_2+1;
               end
                else if(counter_2 ==6)begin
                   out[6]<={stego_in[16]};
                    counter_2<=counter_2+1;
                end
                    else if(counter_2 ==7)begin
                     out[7]<={stego_in[16]};
                     counter_2<=counter_2+1;
                 end
                 else if(counter_2 ==8)begin
                      out[8]<={stego_in[16]};
                      counter_2<=counter_2+1;
                  end
                  else if(counter_2 ==9)begin
                   out[9]<={stego_in[16]};
                   counter_2<=counter_2+1;
               end
                 else if(counter_2 ==10)begin
                 out[10]<={stego_in[16]};
                  counter_2<=counter_2+1;
              end
                 else if(counter_2 ==11)begin
                 out[11]<={stego_in[16]};
                 counter_2<=counter_2+1;
             end  
                else if(counter_2 ==12)begin
                out[12]<={stego_in[16]};
                counter_2<=counter_2+1;
            end 
            else if(counter_2 ==13)begin
               out[13]<={stego_in[16]};
               counter_2<=counter_2+1;
           end 
           else if(counter_2 ==14)begin
              out[14]<={stego_in[16]};
              counter_2<=counter_2+1;
          end 
          else if(counter_2 ==15)begin
             out[15]<={stego_in[16]};
             counter_2<=counter_2+1;
         end 
         else if(counter_2 ==16)begin
             out[16]<={stego_in[16]};
             counter_2<=counter_2+1;
         end 
         else if(counter_2 ==17)begin
             out[17]<={stego_in[16]};
             counter_2<=counter_2+1;
         end 
         else if(counter_2 ==18)begin
             out[18]<={stego_in[16]};
             counter_2<=counter_2+1;
         end 
         else if(counter_2 ==19)begin
              out[19]<={stego_in[16]};
              counter_2<=counter_2+1;
                 end 
         else if(counter_2 ==20)begin
              out[20]<={stego_in[16]};
              counter_2<=counter_2+1;
             end 
             else if(counter_2 ==21)begin
                out[21]<={stego_in[16]};
                counter_2<=counter_2+1;
             end 
             else if(counter_2 ==22)begin
             out[22]<={stego_in[16]};
             counter_2<=counter_2+1;
             end 
             else if(counter_2 ==23)begin
             out[23]<={stego_in[16]};
             counter_2<=counter_2+1;
             counter_2<=0;
             end 
          end
       8: begin  
                 if(counter_3 ==0)begin  
                     msg_out<=out;                 
                     out[3:0]<={stego_in[17:16],stego_in[8],stego_in[0]};
                     counter_3<=counter_3+1;
                 end           
                 else if(counter_3 ==1)begin
                    out[7:4]<={stego_in[17:16],stego_in[8],stego_in[0]};
                    counter_3<=counter_3+1;
                 end                   
                 else if(counter_3 ==2)begin
                     out[11:8]<={stego_in[17:16],stego_in[8],stego_in[0]};
                     counter_3<=counter_3+1;
                 end
                 else if(counter_3 ==3)begin
                      out[15:12]<={stego_in[17:16],stego_in[8],stego_in[0]};
                      counter_3<=counter_3+1;     
                  end
                 else if(counter_3 ==4)begin
                     out[19:16]<={stego_in[17:16],stego_in[8],stego_in[0]};
                     counter_3<=counter_3+1;     
                 end 
                 else if(counter_3 ==5)begin
                        out[23:20]<={stego_in[17:16],stego_in[8],stego_in[0]};
                        counter_3<=counter_3+1;
                        counter_3<=0;     
                 end                                                             
              end 
             16:begin  
                  if(counter_4 ==0)begin 
                        msg_out<=out;                         
                      out[1:0]<={stego_in[16],stego_in[0]};
                      counter_4<=counter_4+1;
                  end           
                  else if(counter_4 ==1)begin
                     out[3:2]<={stego_in[16],stego_in[0]};
                     counter_4<=counter_4+1;
                  end                   
                  else if(counter_4 ==2)begin
                      out[5:4]<={stego_in[16],stego_in[0]};
                      counter_4<=counter_4+1;
                  end
                  else if(counter_4 ==3)begin
                 out[7:6]<={stego_in[16],stego_in[0]};
                   counter_4<=counter_4+1;     
                   end 
                   else if(counter_4 ==4)begin
                     out[9:8]<={stego_in[16],stego_in[0]};
                     counter_4<=counter_4+1;     
                 end 
                 else if(counter_4 ==5)begin
                       out[11:10]<={stego_in[16],stego_in[0]};
                   counter_4<=counter_4+1;     
               end  
               else if(counter_4 ==6)begin
                         out[13:12]<={stego_in[16],stego_in[0]};
                         counter_4<=counter_4+1;     
                     end  
                 else if(counter_4 ==7)begin
                       out[15:14]<={stego_in[16],stego_in[0]};
                       counter_4<=counter_4+1;     
                   end  
                   else if(counter_4 ==8)begin
                     out[17:16]<={stego_in[16],stego_in[0]};
                     counter_4<=counter_4+1;     
                 end
                  else if(counter_4 ==9)begin
                out[19:18]<={stego_in[16],stego_in[0]};
                counter_4<=counter_4+1;     
             end 
                 else if(counter_4 ==10)begin
                   out[21:20]<={stego_in[16],stego_in[0]};
                   counter_4<=counter_4+1;     
               end 
                else if(counter_4 ==11)begin
                  out[23:22]<={stego_in[16],stego_in[0]};
                  counter_4<=counter_4+1; 
                  counter_4<=0;    
              end           
           end
      32: begin  
                  if(counter_5 ==0)begin  
                        msg_out<=out;                         
                      out[4:0]<={stego_in[17:16],stego_in[8],stego_in[1:0]};
                      counter_5<=counter_5+1;
                  end           
                  else if(counter_5 ==1)begin
                     out[9:5]<={stego_in[17:16],stego_in[8],stego_in[1:0]};
                     counter_5<=counter_5+1;
                  end                   
                  else if(counter_5 ==2)begin
                      out[14:10]<={stego_in[17:16],stego_in[8],stego_in[1:0]};
                      counter_5<=counter_5+1;
                  end
                  else if(counter_5 ==3)begin
                       out[19:15]<={stego_in[17:16],stego_in[8],stego_in[1:0]};
                       counter_5<=counter_5+1;     
                   end  
                   else if(counter_5 ==4)begin
                          out[23:20]<={stego_in[17:16],stego_in[8],stego_in[0]};
                          counter_5<=counter_5+1;  
                          counter_5<=0; 
                           end                                                                                               
                    end          
            endcase
       end
   end
endmodule
```
**flow/run.sh**
```bash
#!/bin/bash
# OpenROAD 26Q1-2900-gdf79404cd8, Yosys 0.63+post, stock flow scripts
make -C /OpenROAD-flow-scripts/flow DESIGN_CONFIG=/design/flow/config.mk WORK_HOME=/design/flow/orfs finish
```
**flow/config.mk**
```make
export PLATFORM = sky130hd
export DESIGN_NAME = Decoderr
export DESIGN_NICKNAME = Decoderr
export VERILOG_FILES = /design/flow/design.v
export SDC_FILE = /design/flow/constraint.sdc
export NUM_CORES = 4
export LEC_CHECK = 1
export CORE_UTILIZATION = 30
export SYNTH_HDL_FRONTEND = slang
```
**flow/constraint.sdc**
```tcl
current_design Decoderr

set clk_period 6.0
set clk_io_pct 0.2

create_clock -name clk0 -period $clk_period [get_ports {clk}]

set non_clock_inputs [all_inputs -no_clocks]
set_input_delay [expr $clk_period * $clk_io_pct] -clock clk0 $non_clock_inputs
set_output_delay [expr $clk_period * $clk_io_pct] -clock clk0 [all_outputs]
```
==> flow_metrics.py <==
# Auto-generated metrics
metrics = {
    "timing": {
        "relSlewSlack_pct": 35.6,
        "rsz0062_at_grt": "false",
        "min_period_ns": 4.68,
        "fmax_ghz": 0.214,
        "drv_slew": 0,
        "worst_slew_pin_slew_ns": 0.958,
        "post-route-period-util_pct": 77.9,
        "hold_viol": 0,
        "tns_ns": 0,
        "setup_viol": 0,
        "finClkSkew_ns": 0.0173,
    },
    "min_path": {
        "hold_path_depth": 1,
        "worstHoldPathType": "reg -> reg",
    },
    "clocking": {
        "postCtsSetupBuffers": 0,
        "clk-insertion-delay-late_ns": 0.35,
        "clk_pin_slew_worst_paths_ns": 0.06,
        "tritoncts": "built",
        "clockBufferDepth": 2,
        "cts_resized": 0,
        "ctsHoldBuffers": 0,
        "clockRootBuffer": "clkbuf_16",
        "clock-sinks": 68,
        "htreeDepth": 3,
        "cts_buffers": 9,
    },
    "power": {
        "fin_total_pwr_mw": 1.71,
        "p_leak_nw": 2.43,
        "swShare_pct": 29.8,
        "p_sw_mw": 0.510,
        "clock_power_share_pct": 29.2,
        "pwr-share-comb_pct": 30.3,
        "powerDensity_nw_per_um2": 293,
        "ir_drop_mv": 0.158,
        "p_seq_share_pct": 40.5,
        "intPower_mw": 1.20,
    },
    "yosys": {
        "synth_top_area_share_pct": 33.9,
        "syn_area_um2": 5020,
        "synthArstFlopShare_pct": 100,
        "yosysChipArea_um2": 5020,
        "yosys_warnings": 0,
        "syn_avg_cell_area_um2": 8.68,
        "common_cells": "dfrtp_1, nand2_1, mux2_2, nor2_1, o21ai_0",
        "synth_cells": 578,
        "ys_cells": 578,
        "flop_cell": "dfrtp_1",
        "synth_cell_types": 67,
        "yosys-top-cells-area": "dfrtp_1, mux2_2, ha_1",
        "synth_flops": 68,
        "top_cell": "dfrtp_1",
        "top_area_cell": "dfrtp_1",
        "ys_seq_share_pct": 33.9,
        "synth-edff-count": 0,
    },
    "detailed_routing": {
        "routed_wl_um": 14700,
        "drc": 0,
        "vias_per_cell": 5.47,
        "wl_per_cell_um": 17.9,
        "vias": 4496,
        "drt_iter0_drc": 403,
        "antenna_left": 0,
        "antennaDiodeCount": 0,
        "first_pass_iters": 5,
    },
    "critical_path": {
        "path_cells": "clkdlybuf4s50_1, nor4_4, and3b_1, a211oi_2, a311o_1, or4b_4, nor4_2, mux2_1",
        "worstPathRequired_ns": 6.22,
        "cp_max_fo": 16,
        "crit_type": "in -> reg",
        "cp.arrival_ns": 4.89,
        "end_kind": "flip-flop",
        "r2r_cells": 9,
        "slowest_stage": "and3b_1",
        "cp-start-kind": "primary input",
        "critPathMaxStageDelay_ns": 0.67,
    },
    "place": {
        "gp_congestion": 0.915,
        "dpl.hpwl_um": 11500,
        "port_buffers": 38,
    },
    "die": {
        "die_width_um": 131,
        "initCoreUtil_pct": 31.1,
        "dieArea_um2": 17200,
        "core_area_um2": 16100,
        "die_h_um": 131,
        "rows": 46,
        "ios": 57,
    },
    "flow_run": {
        "warnings": 62,
        "max_cap_viol_count": 0,
    },
    "global_routing": {
        "grt.total_usage_pct": 17.6,
        "grt_pass1_vias": 4312,
        "grt_max_degree": 41,
        "grt_pass1_wl_um": 23700,
        "grt_overflow": 0,
        "grt_antenna_before_repair": 0,
    },
    "layout": {
        "syn_to_final_growth_pct": 16.5,
        "drive_gt1_share_pct": 12.0,
    },
    "outcome": {
        "status": "completed",
    },
}
## layout by cell type (no fill, tap or decap), types with 4 or more instances in the layout
master	count
clkbuf_16	9
nand3b_1	5
nor2_1	37
clkdlybuf4s50_1	38
a211oi_1	4
nor2b_1	14
dfrtp_1	68
nand2_1	67
a211o_1	4
nor4b_1	4
a22o_1	4
nor4_1	7
o22ai_1	5
a31oi_1	10
nor3_1	21
and3_1	9
a22oi_1	7
a21o_1	6
o21ai_0	36
and2_1	4
inv_1	21
nand3_1	28
o31ai_1	4
buf_4	5
a21oi_1	28
nor3b_1	5
nand2b_1	9
mux2_2	42
o211ai_1	6
ha_1	29
nand4_1	9
## stage by stage
step           util, %  cell area [um^2]  hold slack (ns)  worst slack, ns  std cells
2_1_floorplan        -              5020            0.444             2.32        578
3_3_place_gp      34.5              5570            0.474             1.00        806
3_5_place_dp      34.5              5570            0.477            0.991        806
4_1_cts           36.3              5850            0.487             1.35        822
5_1_grt           36.3              5850            0.513             1.17        822
6_report          36.3              5850            0.484             1.32        822
## cells by family after synthesis
| family | synth area share, % |
|---|---|
| DFF | 33.9 |
| AOI/OAI and AO/OA | 19.7 |
| xor gates and xnor gates | 0.698 |
| and+or+nand+nor | 24.0 |
| adders and majority gates | 7.23 |
| buffers and inverters | 4.41 |
| muxes | 10.1 |
## metal layers
layer	track usage [%]	wire length (um)	up-vias
met1	26.3	7030	2175
met2	27.0	6590	107
met5	0	0	-
met3	2.40	629	27
li1	-	-	2187
met4	4.84	470	0
## critical path, delay by kind of cell
kind	cells	cell delay, ns
AND-OR/OR-AND	2	0.59
buffers and inverters	1	0.63
multiplexers	1	0.36
AND/OR/NAND/NOR	4	2.12
## worst paths after layout
path	start	end	slack [ns]
worst max-delay path	Switches[0]	out[15]	1.32
worst min-delay path	out[2]	out[2]	0.48
worst max register to register	counter_2[1]	out[15]	2.52
worst min register to register	out[2]	out[2]	0.48
min in group asynchronous	rst	out[8]	1.25
max in group asynchronous	rst	counter_0[0]	3.83
## sequential cells by signal, summed over array words and instances, names as in the netlist
name,flops
msg_out,24
out,24
counter_2,5
counter_4,4
counter_1,3
counter_3,3
counter_5,3
counter_0,2
## layout make-up
type | instances | area, um^2
fill | 1628 | 10300
inverter | 22 | 82.6
tap | 216 | 270
clock buffer | 11 | 243
clock inverter | 5 | 36.3
sequential | 68 | 1700
multi-input combinational | 457 | 3090
timing repair buffer | 43 | 418
## power by group through the flow
stage / registers, mW / logic (mW) / clock network [mW]
finish: 0.693 / 0.519 / 0.500
global route: 0.714 / 0.574 / 0.534
CTS: 0.696 / 0.520 / 0.514
Power and IR drop assume default switching activity.
